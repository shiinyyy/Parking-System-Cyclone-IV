==> flow/design.v <==
module  SPI(
    input   wire            sys_clk     ,
    input   wire            sys_rst     ,
    input   wire            SPI_start   ,
    input   wire    [7:0]   send_data   ,
    output  reg             SPI_CS      ,
    output  reg             SPI_MOSI    ,
    output  reg             SPI_CLK     
);
reg     [7:0]   keep_data   ;
reg     [1:0]   cnt         ;
reg     [3:0]   send_bit_cnt;
reg             endflag     ;
reg             real_endflag;
always @(posedge sys_clk or negedge sys_rst)
	if(sys_rst == 1'b0)
        keep_data <= 8'd0;
    else    if(SPI_start == 1'b1)
        keep_data <= send_data;
    else    if(send_bit_cnt == 4'd7 && cnt == 2'd0)
        keep_data <= 8'd0;
    else
        keep_data <= keep_data;
always @(posedge sys_clk or negedge sys_rst)
	if(sys_rst == 1'b0)
        cnt <= 2'd0;
    else    if(SPI_CS == 1'b0 && cnt == 2'd3)
        cnt <= 2'd0;
    else    if(SPI_CS == 1'b0)
        cnt <= cnt + 2'd1;
    else    
        cnt <= 2'd0;
always @(posedge sys_clk or negedge sys_rst)
	if(sys_rst == 1'b0)  
        SPI_CLK <= 1'b0;
    else    if(cnt == 2'd0 && SPI_CS == 1'b0)
        SPI_CLK <= 1'b0;
    else    if(cnt == 2'd2 && SPI_CS == 1'b0)
        SPI_CLK <= 1'b1;
    else    if(SPI_CS == 1'b1)
        SPI_CLK <= 1'b0;
    else
        SPI_CLK <= SPI_CLK;
always @(posedge sys_clk or negedge sys_rst)
	if(sys_rst == 1'b0) 
        SPI_CS <= 1'b1;
    else    if(SPI_start == 1'b1)
        SPI_CS <= 1'b0;
    else    if(real_endflag == 1'b1)
        SPI_CS <= 1'b1;
    else
        SPI_CS <= SPI_CS;
always @(posedge sys_clk or negedge sys_rst)
	if(sys_rst == 1'b0)
        send_bit_cnt <= 4'd0;
    else    if( (SPI_CS == 1'b0) && (cnt == 2'd0) && (send_bit_cnt == 4'd7) )
        send_bit_cnt <= 4'd0;
    else    if( (SPI_CS == 1'b0) && (cnt == 2'd0) )
        send_bit_cnt <= send_bit_cnt + 4'd1;
    else    if(SPI_CS == 1'd1)
        send_bit_cnt <= 4'd0;
    else    
        send_bit_cnt <= send_bit_cnt;
always @(posedge sys_clk or negedge sys_rst)
	if(sys_rst == 1'b0)
        SPI_MOSI <= 1'd0;
    else    if(SPI_CS == 1'b0 && cnt == 2'd0)
        SPI_MOSI <= keep_data[7 - send_bit_cnt];
    else    if(SPI_CS == 1'b1)
        SPI_MOSI <= 1'b0;
    else
        SPI_MOSI <= SPI_MOSI;
always @(posedge sys_clk or negedge sys_rst)
	if(sys_rst == 1'b0)
        endflag <= 1'b0;
    else    if(send_bit_cnt == 4'd0 && cnt == 2'd3)
        endflag <= 1'b1;
    else
        endflag <= 1'b0;
always @(posedge sys_clk or negedge sys_rst)
	if(sys_rst == 1'b0)
        real_endflag <= 1'b0;
    else    if(endflag == 1'b1)
        real_endflag <= 1'b1;
    else  
        real_endflag <= 1'b0;
endmodule
==> flow/run.sh <==
#!/bin/bash
# OpenROAD 26Q1-2900-gdf79404cd8, Yosys 0.63+post, stock flow scripts
make -C /OpenROAD-flow-scripts/flow DESIGN_CONFIG=/design/flow/config.mk WORK_HOME=/design/flow/orfs finish
==> flow/config.mk <==
export PLATFORM = sky130hd
export DESIGN_NAME = SPI
export DESIGN_NICKNAME = SPI
export VERILOG_FILES = /design/flow/design.v
export SDC_FILE = /design/flow/constraint.sdc
export NUM_CORES = 4
export LEC_CHECK = 1
export CORE_AREA = 10 10 85 85
export DIE_AREA = 0 0 95 95
==> flow/constraint.sdc <==
current_design SPI

set clk_period 2.7
set clk_io_pct 0.2

create_clock -name clk0 -period $clk_period [get_ports {sys_clk}]

set non_clock_inputs [all_inputs -no_clocks]
set_input_delay [expr $clk_period * $clk_io_pct] -clock clk0 $non_clock_inputs
set_output_delay [expr $clk_period * $clk_io_pct] -clock clk0 [all_outputs]
==> results.txt <==
run results: setup total negative slack 0 ns, crit-path max FO 10, Worst EP required 2.16 ns, Top cell area share 51.8%, sw frac 33.4%, Detailed Route WL 1.75 mm, Power per Cell Area 867 mW/mm^2, status finished, final reports clean, Yosys Instances 73, Detailed Routing Iterations Pass 1 3, fill count 599, I/O pin cnt 14, RSZ-0062 raised after global routing false, Synth Seq Share 54.8%, Max-Slew Margin vs Limit 71.5%, OpenROAD warnings 28, Sequential Area 477 sq um, Critical Path Sink Type output port, Clock Latency Late Sink 0.26 ns, Area Overhead vs Synth 28.5%, DRC viols 0, most frequent cell after synthesis dfrtp_1, critical setup path kind flip-flop to output port, Post-CTS Setup Repair Bufs 0, CP max stage cell dfstp_2, final tally of max-slew violations 0, DIE AREA 0.00903 sq mm, Post-synth EDFFs 0, met3 GRT Util 1.92%, worst clock skew 0.00875 ns, Routed WL per cell 11.1 um, total CTS buffers 3, internal power 645 uW, H-tree depth 1, Comb power frac 32.0%, switching power 323 uW, row count 27, Mapped Avg Cell Area 11.9 sq um, Inserted Diodes 0, clock power share 20.9%, Die W 95 um, initial antenna violation count 0, leakage 0.000467 uW, kind of start point of the critical path flip-flop, Synth flops 19, # port buffers 13, GR peak layer met1, post-CTS resize count 0, GR Layer Usage met2 5.55%, Netlist cell types 29, Die Height 95 um, Hold Path Class flip-flop to flip-flop, first-pass GRT wire length 3.04 mm, via count 571, Data arrival, critical path 1.42 ns, Hold WS 0.352 ns, Cell Area, Synth 870 sq um, Detail Route Antenna Nets 0, Flop pwr share 47.1%, fp_density 15.9%, clock-pin transition on the worst setup and hold timing paths 0.08 ns, Total Power 968 uW, CTS tree yes, Main synth FF type dfrtp_1, final tally of setup violations 0, VDD IR-drop max 254 uV, Root Buffer clkbuf_8, Fmax 511 MHz, Top delay family on crit path flip-flops, worst-path cell chain clkdlybuf4s50_1, Cell area leaders dfrtp_1 52%, a22o_1 8.1%, ha_1 7.2%, Sink Count 19, HPWL after DPL 1.28 mm, Slew @ Worst Pin 0.427 ns, Yosys warning count 1, largest net degree at the start of global routing 20, grt met1 use 6.50%, initial DRC count 16, yosys synthesis chip area 870 sq um, final hold vios 0, Synth top cells by count 18 x dfrtp_1, 8 x a22o_1, 6 x nor2_1, Hold Buf Count CTS 0, min cycle time layout 1.96 ns, layout cells sized above 1 11.6%, GRT Overall Usage 4.24%, logic area 345 sq um, Mapped Cells 73, Buf/Inv on CP 1, Max Cap Viol 0, crit-path max cell delay 0.65 ns, core area 0.00547 sq mm, cycle use final 72.5%, gpl congestion 0.823, total gr overflow 0, ys async rst share 100%, vias in the first global route 606, clock buffer depth 2, via/cell ratio 3.61, Yosys top cell by area dfrtp_1
[power groups by stage]
stage	Combinational [uW]	Clock (uW)	Sequential [uW]
CTS	317	211	458
global route	360	229	475
finish	310	202	456
[per-layer routing]
| metal | wire length [um] | share of wire (%) |
|---|---|---|
| met1 | 915 | 52 |
| met3 | 137 | 7.8 |
| met5 | 0 | 0 |
| met4 | 0 | 0 |
| met2 | 692 | 40 |
[registers in the layout, indices dropped and copies added (netlist names)]
signal / flops
SPI_CLK: 1
SPI_CS: 1
SPI_MOSI: 1
cnt: 2
endflag: 1
keep_data: 8
real_endflag: 1
send_bit_cnt: 4
[path summary, 6_finish.rpt]
| path | start | to | slack [ns] | cells past startpoint |
|---|---|---|---|---|
| setup / recovery | SPI_CS$_DFFE_PN1P_ | SPI_CS | 0.74 | 1 |
| hold / removal | endflag$_DFF_PN0_ | real_endflag$_DFF_PN0_ | 0.35 | 0 |
| setup reg to reg | cnt[0]$_DFF_PN0_ | keep_data[6]$_DFFE_PN0P_ | 1.17 | 4 |
| hold reg to reg | endflag$_DFF_PN0_ | real_endflag$_DFF_PN0_ | 0.35 | 0 |
| max in group asynchronous | sys_rst | SPI_CS$_DFFE_PN1P_ | 1.82 | 2 |
| min in group asynchronous | sys_rst | send_bit_cnt[2]$_DFFE_PN0P_ | 0.62 | 2 |
[cells in the final DEF, fill, tap and decap left out]
cell | synthesis | layout
dfrtp_1 | 18 | 18
clkdlybuf4s50_1 | 0 | 13
a22o_1 | 8 | 8
nor2_1 | 6 | 6
ha_1 | 5 | 5
inv_1 | 4 | 4
a21oi_1 | 3 | 3
nand2_1 | 3 | 3
clkbuf_8 | 0 | 3
nand2b_1 | 2 | 2
nand3_1 | 2 | 2
dfstp_2 | 1 | 1
nor3_1 | 1 | 1
nor4bb_1 | 1 | 1
nor3b_1 | 1 | 1
nand3b_1 | 1 | 1
xor2_1 | 1 | 1
inv_2 | 1 | 1
a41oi_2 | 1 | 1
mux4_2 | 1 | 1
mux2i_1 | 1 | 1
and3_1 | 1 | 1
mux2_2 | 1 | 1
o311ai_1 | 1 | 1
o31ai_1 | 1 | 1
o21a_1 | 1 | 1
nand4_1 | 1 | 1
or3_1 | 1 | 1
clkinvlp_4 | 0 | 1
buf_4 | 0 | 1
[stage by stage]
stage,instances,utilization [%],worst slack (ns),area (sq um)
6_report,158,20.4,0.743,1120
5_1_grt,158,20.4,0.685,1120
4_1_cts,158,20.4,0.724,1120
3_5_place_dp,154,19.5,0.812,1070
3_3_place_gp,154,19.5,0.869,1070
2_1_floorplan,73,-,1.37,870
[cell type report]
| cell class | instances | area share, % |
|---|---|---|
| Clock buffer | 3 | 3.70 |
| Sequential cell | 19 | 42.7 |
| Inverter | 5 | 1.68 |
| Tap cell | 72 | 8.06 |
| Timing Repair Buffer | 14 | 12.3 |
| Clock inverter | 1 | 0.672 |
| Multi-Input combinational cell | 44 | 30.9 |
[logic make-up after synthesis]
group / synth area share, %
AOI/OAI and AO/OA: 14.4
xor gates and xnor gates: 1.01
adders and majority gates: 7.19
buffers and inverters: 5.47
DFF: 54.8
muxes: 5.04
and+or+nand+nor: 12.1
Power and IR drop assume default switching activity.
