[flow/config.mk]
export PLATFORM = sky130hd
export DESIGN_NAME = counter
export DESIGN_NICKNAME = counter
export VERILOG_FILES = /design/flow/design.v
export SDC_FILE = /design/flow/constraint.sdc
export NUM_CORES = 4
export LEC_CHECK = 1
export CORE_UTILIZATION = 30
[flow/constraint.sdc]
current_design counter

set clk_period 4.3
set clk_io_pct 0.2

create_clock -name clk0 -period $clk_period [get_ports {sys_clk}]

set non_clock_inputs [all_inputs -no_clocks]
set_input_delay [expr $clk_period * $clk_io_pct] -clock clk0 $non_clock_inputs
set_output_delay [expr $clk_period * $clk_io_pct] -clock clk0 [all_outputs]
[flow/design.v]
module counter(
    input   wire            sys_clk     ,
    input   wire            sys_rst     ,
    input   wire    [12:0]  data1       ,
    input   wire    [12:0]  data2       ,
    output  reg             cnt100_flag , 
    output  reg     [7:0]   totalpark
);
parameter   TOTALPARK = 8'd10;
parameter   CNT100_MAX = 26'd4_999_999; 
reg     [1:0]   entercount;
reg     [1:0]   outcount;
reg             enterflag;
reg             outflag;
reg     [26:0]  cnt_100ms;
initial
    begin
        totalpark = TOTALPARK;
    end
always@(posedge sys_clk or negedge sys_rst)
    if(sys_rst == 1'b0)
        cnt_100ms <= 27'd0;
    else    if(cnt_100ms == CNT100_MAX)
        cnt_100ms <= 27'd0;
    else    
        cnt_100ms <= cnt_100ms + 27'd1;
always@(posedge sys_clk or negedge sys_rst)
    if(sys_rst == 1'b0)
        cnt100_flag <= 1'b0;
    else    if(cnt_100ms == CNT100_MAX)
        cnt100_flag <= 1'b1;
    else
        cnt100_flag <= 1'b0;
always@(posedge sys_clk or negedge sys_rst)
    if(sys_rst == 1'b0)
        enterflag <= 1'b0;
    else    if(data1 < 13'd60)
        enterflag <= 1'b1;
    else    if(data1 >= 13'd60)
        enterflag <= 1'b0;
    else
        enterflag <= enterflag;
always@(posedge sys_clk or negedge sys_rst)
    if(sys_rst == 1'b0)  
        outflag <= 1'b0;
    else    if(data2 < 13'd60)
        outflag <= 1'b1;
    else    if(data2 >= 13'd60)
        outflag <= 1'b0;
    else
        outflag <= outflag;
always@(posedge sys_clk or negedge sys_rst)
    if(sys_rst == 1'b0)
        entercount <= 2'd0;
    else    if( (data1 >= 13'd60) && (enterflag == 1'b1) )
        entercount <= 2'd1;
    else    
        entercount <= 2'd0;
always@(posedge sys_clk or negedge sys_rst)
    if(sys_rst == 1'b0)
        outcount <= 2'd0;
    else    if( (data2 >= 13'd60) && (outflag == 1'b1) )
        outcount <= 2'd1;
    else
        outcount <= 2'd0;
always@(posedge sys_clk or negedge sys_rst)
    if(sys_rst == 1'b0)
        totalpark <= TOTALPARK;
    else    if(totalpark == 8'd0)
        totalpark <= totalpark + outcount;
    else
        totalpark <= (totalpark + outcount) - entercount;
endmodule  
[flow/run.sh]
#!/bin/bash
# OpenROAD 26Q1-2900-gdf79404cd8, Yosys 0.63+post, stock flow scripts
make -C /OpenROAD-flow-scripts/flow DESIGN_CONFIG=/design/flow/config.mk WORK_HOME=/design/flow/orfs finish
==> load_flow_metrics.sql <==
-- flow metrics import
INSERT INTO impl_metrics (metric_group, metric, value, unit) VALUES
('run_status', 'run_status', 'completed', ''),
('die', 'i_o_pins', '37', ''),
('final_timing', 'clock-skew-final', '4.15', 'ps'),
('final_timing', 'fmax', '453', 'MHz'),
('run', 'log.warning_count', '29', ''),
('synthesis', 'ys.warnings.count', '1', ''),
('cells_and_area', 'mostFrequentLayoutCells', '38 x dfrtp_1, 31 x clkdlybuf4s50_1, 19 x nand2_1, 19 x xnor2_1, 15 x nor2_1', ''),
('synthesis', 'ys_chip_area', '1980', 'µm²'),
('clocking', 'cts.root.buffer_cell', 'clkbuf_8', ''),
('min_path', 'min_path_cells', '1', ''),
('detailed_routing', 'detailedRoute.firstIterationViolations', '71', ''),
('die', 'fp-row-count', '29', ''),
('critical_path', 'worst_r2r_path_depth', '7', ''),
('critical_path', 'worstPathCellList', 'clkdlybuf4s50_1', ''),
('detailed_routing', 'drt-pass1-iter-count', '4', ''),
('cells_and_area', 'final_layout_top_logic_cell', 'dfrtp_1', ''),
('synthesis', 'ys_sh_aoi', '7.08', '%'),
('clocking', 'postCtsSetupBuffers', '0', ''),
('synthesis', 'ys_sh_xor', '13.3', '%'),
('placement', 'post_dp_cell_area', '2400', 'µm²'),
('detailed_routing', 'wl_per_cell', '11.5', 'µm'),
('cells_and_area', 'area_growth', '26.2', '%'),
('critical_path', 'crit_path_max_fanout', '5', ''),
('critical_path', 'reg2reg_slack', '2250', 'ps'),
('min_path', 'hp-class', 'flop to flop', ''),
('synthesis', 'synthMuxAreaShare', '0.506', '%'),
('critical_path', 'critPathMaxStageDelay', '590', 'ps'),
('critical_path', 'cp_top_family', 'flip-flops', ''),
('detailed_routing', 'postRouteWirelength', '3.49', 'mm'),
('die', 'floorplan.die_area', '6920', 'µm²'),
('synthesis', 'postSynthCellCount', '185', ''),
('clocking', 'cts.htree.levels', '2', ''),
('detailed_routing', 'routed_via_density', '4.90', ''),
('placement', 'post_dp_hpwl', '2.50', 'mm'),
('grt', 'grt_pass1_wl', '6.33', 'mm'),
('critical_path', 'cpMaxStageDelayCell', 'dfstp_2', ''),
('clocking', 'clkSlewWorstSetupHoldPaths', '70', 'ps'),
('grt', 'global_route.overflow_total', '0', ''),
('critical_path', 'setup.worst_path.class', 'flop to output port', ''),
('critical_path', 'timing.critical_path.to_type', 'output port', ''),
('synthesis', 'post_synth_fa_ha_maj_area_fraction', '3.16', '%'),
('critical_path', 'critPathArrivalTime', '1350', 'ps'),
('critical_path', 'worstSetupStartpointType', 'flop', ''),
('synthesis', 'netlist_logic_family_top', 'simple AND/OR/NAND/NOR gates', ''),
('grt', 'antenna_found_initial', '0', ''),
('clocking', 'cts_tree', 'built', ''),
('die', 'floorplan_die_width', '83.2', 'µm'),
('placement', 'gp_congestion', '0.809', ''),
('pwr', 'power_density', '330', 'nW/µm²'),
('synthesis', 'number_of_cell_instances_after_yosys_synthesis', '185', ''),
('synthesis', 'syn_area', '1980', 'µm²'),
('synthesis', 'synth-seq-area-share', '50.7', '%'),
('final_timing', 'post-route-worst-setup-slack', '2090', 'ps'),
('clocking', 'clk_latency', '290', 'ps'),
('final_timing', 'report.final.setup_viol', '0', ''),
('critical_path', 'cp-startpoint', 'totalpark[3]', ''),
('clocking', 'numCtsBuffers', '5', ''),
('die', 'share_of_the_core_filled_by_cells_before_placement', '31.2', '%'),
('grt', 'first_global_vias', '1362', ''),
('run', 'max_capacitance_violation_count', '0', ''),
('critical_path', 'worstPathRequired', '3440', 'ps'),
('detailed_routing', 'detail_route.drc_violations', '0', ''),
('critical_path', 'worst_r2r_endpoint', 'totalpark[7]', ''),
('final_timing', 'setup-tns-final', '0', 'ps'),
('detailed_routing', 'dr_total_vias', '1485', ''),
('final_timing', 'post-route-period-util', '51.3', '%'),
('min_path', 'worstHoldStart', 'enterflag', ''),
('cells_and_area', 'fin_area', '2500', 'µm²'),
('final_timing', 'period_minus_slack', '2210', 'ps'),
('pwr', 'leakagePower', '0.00106', 'µW'),
('pwr', 'ir_drop', '0.000131', 'V');
## sequential cells by signal, summed over array words and instances, names as in the netlist
register,flops
cnt_100ms,27
totalpark,8
cnt100_flag,1
entercount,1
enterflag,1
outcount,1
outflag,1
## worst max-delay path by stage
stage	end	slack, ps	cells after the start
global route	totalpark[3]	2050	1
CTS	totalpark[3]	2080	1
finish	totalpark[3]	2090	1
## power breakdown
part	total (µW)	internal [µW]	leakage [µW]	switching [µW]
registers	428	400	0.000538	27.7
clock network	267	146	0.0000515	121
logic	130	78.2	0.000470	51.8
## metal layers
layer	up-vias	part of all wire (%)	global-route usage (%)
li1	743	-	-
met1	699	52	18.7
met2	37	41	15.8
met3	6	4.6	2.12
met4	0	1.8	1.57
met5	-	0	0
## logic make-up (layout without fill, tap and decap cells)
kind of cell | count (synthesis) | count (layout)
flip-flops | 40 | 40
buffers and inverters | 5 | 46
AND-OR/OR-AND | 19 | 19
AND/OR/NAND/NOR | 85 | 85
XOR/XNOR | 30 | 30
multiplexers | 1 | 1
adder cells (fa/ha/maj) | 5 | 5
## through the flow
step / power, µW / hold slack (ps) / utilization (%) / cells
2_1_floorplan: 489 / 437 / - / 185
3_3_place_gp: 566 / 448 / 37.8 / 295
3_5_place_dp: 568 / 457 / 37.8 / 295
4_1_cts: 840 / 474 / 39.3 / 303
5_1_grt: 877 / 482 / 39.3 / 303
6_report: 825 / 465 / 39.3 / 303
## synth_stat cells
cell type	count	area, µm²
dfrtp_1	38	951
nand2_1	19	71.3
xnor2_1	19	166
nor2_1	15	56.3
nand3_1	11	55.1
xor2_1	11	96.3
nor3_1	6	30.0
nor4_1	6	37.5
a21oi_1	5	25.0
a31oi_1	5	31.3
ha_1	5	62.6
inv_1	5	18.8
and3_1	4	25.0
and4_1	4	35.0
nand4_1	4	25.0
nand3_2	3	30.0
nor2b_1	3	18.8
o21ai_0	3	15.0
a41oi_1	2	17.5
and2_1	2	12.5
dfstp_2	2	52.6
nor3_2	2	20.0
nor4_2	2	25.0
a2111oi_4	1	27.5
a2bb2o_1	1	10.0
and3_2	1	7.51
mux2i_1	1	10.0
nand3b_1	1	7.51
nand4_2	1	12.5
nand4bb_1	1	11.3
o22ai_1	1	6.26
o31ai_1	1	7.51
## final cells by class
type,instances,area (µm²),share of cell area (%)
Clock buffer,8,100,4.01
Timing Repair Buffer,33,323,12.9
Multi-Input combinational cell,140,956,38.3
Sequential cell,40,1000,40.2
Inverter,5,18.8,0.752
Tap cell,77,96.3,3.86
Power is estimated from default activity; no workload was simulated.
